[design/flow/config.mk]
export PLATFORM = sky130hd
export DESIGN_NAME = TOP
export DESIGN_NICKNAME = TOP
export VERILOG_FILES = /design/flow/design.v
export SDC_FILE = /design/flow/constraint.sdc
export NUM_CORES = 4
export LEC_CHECK = 1
export CORE_UTILIZATION = 40
export SYNTH_HDL_FRONTEND = slang
[design/flow/constraint.sdc]
current_design TOP

set clk_period 9.6
set clk_io_pct 0.2

create_clock -name clk0 -period $clk_period [get_ports {clk}]

set non_clock_inputs [all_inputs -no_clocks]
set_input_delay [expr $clk_period * $clk_io_pct] -clock clk0 $non_clock_inputs
set_output_delay [expr $clk_period * $clk_io_pct] -clock clk0 [all_outputs]
[design/flow/design.v]
module CLK_100HZ(clk_ht, clk_1hz);
input clk_ht;                
output clk_1hz;          
reg clk_1hz = 0;
reg [26:0] counter = 0;  
always @ (posedge clk_ht)  
    begin
    counter <= counter + 1;
        if (counter == 26'd500000)          
            begin    
                    counter <= 0;
                    clk_1hz <= ~clk_1hz;    
            end
        else
            clk_1hz <= clk_1hz;
    end
endmodule
module CLK_1HZ(clk_ht, clk_1hz);
input clk_ht;                
output clk_1hz;          
reg clk_1hz = 0;
reg [26:0] counter = 0;  
always @ (posedge clk_ht)  
    begin
    counter <= counter + 1;
        if (counter == 26'd35000000)          
            begin    
                    counter <= 0;
                    clk_1hz <= ~clk_1hz;    
            end
        else
            clk_1hz <= clk_1hz;
    end
endmodule
module DISPLAY_7SEG (
    input clk,
    input [13:0] so,
    output reg [6:0] seg,
    output reg [3:0] an
);
reg [15:0] clk_div;
reg  scan;
reg [3:0] digit;
always @(posedge clk) begin
    clk_div <= clk_div + 1;
end
wire slow_clk = clk_div[15];
wire [3:0] nghin, tram, chuc, dvi;
assign dvi   = so % 10;
assign chuc  = (so / 10) ;
assign tram  = (so / 100) ;
assign nghin = (so / 1000) ;
function [6:0] seg_decode;
    input [3:0] num;
    case (num)
        4'h0: seg_decode = 7'b1000000;
        4'h1: seg_decode = 7'b1001111;
        4'h2: seg_decode = 7'b0100100;
        4'h3: seg_decode = 7'b0000110;
        4'h4: seg_decode = 7'b0001011;
        4'h5: seg_decode = 7'b0010010;
        4'h6: seg_decode = 7'b0010000;
        4'h7: seg_decode = 7'b1000111;
        4'h8: seg_decode = 7'b0000000;
        4'h9: seg_decode = 7'b0000010;
        default: seg_decode = 7'b1111111;
    endcase
endfunction
always @(posedge slow_clk) begin
    scan <= scan + 1;
end
always @(posedge slow_clk) begin
    case (scan)
        2'b00: begin an = 4'b1110; digit = chuc; end
        2'b01: begin an = 4'b1101; digit = dvi; end
        2'b10: begin an = 4'b1011; digit = tram; end
        2'b11: begin an = 4'b0111; digit = nghin; end
        default: begin an = 4'b1111; digit = 4'h0; end
    endcase
end
always @(posedge slow_clk) begin
    seg <= seg_decode(digit);
end
endmodule
module RNG (
    input clock,
    output reg [7:0] rnd
);
reg [6:0] random = 7'b1010101;  
wire feedback = random[6] ^ random[5]; 
always @(posedge clock) begin
    random <= {random[5:0], feedback}; 
    rnd <= {1'b0, random} % 80; 
end
endmodule
module TOP(clk, rs, rw, en, dat, rst, up, dwn, lef, rig, led, seg, buz);
    input up, dwn, lef, rig, rst, clk;
    output [7:0] dat;
    output rs, rw, en;
    output [3:0] led;
    output [6:0] seg;
	 output buz;
    reg [1:0] dir;
    reg [3:0] wall;
    reg [7:0] pos;
    reg [7:0] x;
    reg [7:0] food;
    reg clk_1hz;
    reg e;
    reg [7:0] dat;
    reg rs;
    reg [26:0] counter;
    reg clk_100hz;
    reg [4:0] current, next;
    reg [7:0] rnd = 40;
    reg [14:0] score = 0;
    reg clk_food;
	 reg d;
    reg clk2;
	 reg [7:0] arr1[0:79] = '{default: 8'hff};
    integer y;
    integer n = 0;
    integer m = 0;
	 integer o = 0;
	 reg game_over = 0;
    CLK_1HZ U1 (clk, clk_1hz);
    DISPLAY_7SEG U2 (clk, score, seg, led);
    CLK_100HZ U3 (clk, clk_100hz);
	 sound U4 (clk, buz);
	 RNG U5 (clk_food, rnd);
    reg [7:0] arr[0:79];
    reg [7:0] add;
    integer i;
    initial begin
        add = 8'h80;
        for (i = 0; i < 80; i = i + 1) begin
            arr[i] = add;
            add = add + 1;
            if (add == 8'h94) add = 8'hC0;
            else if (add == 8'hD4) add = 8'h94;
            else if (add == 8'hA8) add = 8'hD4;
        end
    end
    always @(posedge clk_food) begin
        food <= arr[rnd];
        score <= score + 1;
    end
    always @(posedge clk ) begin
    if (rig == 0 && dir != 1) dir <= 0;
    else if (lef == 0 && dir != 0) dir <= 1;
    else if (up == 0 && dir != 3) dir <= 2;
    else if (dwn == 0 && dir != 2) dir <= 3;
        if (x > 0 && x < 18)
            wall <= 0;
        else if (x == 39 || x == 59)
            wall <= 1;
        else if (x > 60 && x < 79)
            wall <= 2;
        else if (x == 20 || x == 40)
            wall <= 3;
        else if (x == 0)
            wall <= 4;
        else if (x == 19)
            wall <= 5;
        else if (x == 60)
            wall <= 6;
        else if (x == 79)
            wall <= 7;
        else
            wall <= 8;
        if (pos == food) begin
            clk_food <= ~clk_food;
        end
		  if (!game_over && score > 3) begin  
        for (o = 1; o < 79; o = o + 1) begin
            if (arr1[o] == pos && o < score)	game_over <= 1;
				if (arr[o] == food && o < score ) clk_food <= ~clk_food;
        end
    end
    end
    always @(posedge clk_1hz) begin
        case (wall)
            0: begin
                case (dir)
                    2'd0: x <= x + 1;
                    2'd1: x <= x - 1;
                    2'd2: x <= x + 60;
                    2'd3: x <= x + 20;
                endcase
            end
            1: begin
                case (dir)
                    2'd0: x <= x - 19;
                    2'd1: x <= x - 1;
                    2'd2: x <= x - 20;
                    2'd3: x <= x + 20;
                endcase
            end
            2: begin
                case (dir)
                    2'd0: x <= x + 1;
                    2'd1: x <= x - 1;
                    2'd2: x <= x - 20;
                    2'd3: x <= x - 60;
                endcase
            end
            3: begin
                case (dir)
                    2'd0: x <= x + 1;
                    2'd1: x <= x + 19;
                    2'd2: x <= x - 20;
                    2'd3: x <= x + 20;
                endcase
            end
            4: begin
                case (dir)
                    2'd0: x <= x + 1;
                    2'd1: x <= x + 19;
                    2'd2: x <= x + 60;
                    2'd3: x <= x + 20;
                endcase
            end
            5: begin
                case (dir)
                    2'd0: x <= x - 19;
                    2'd1: x <= x - 1;
                    2'd2: x <= x + 60;
                    2'd3: x <= x + 20;
                endcase
            end
            6: begin
                case (dir)
                    2'd0: x <= x + 1;
                    2'd1: x <= x + 19;
                    2'd2: x <= x - 20;
                    2'd3: x <= x - 60;
                endcase
            end
            7: begin
                case (dir)
                    2'd0: x <= x - 19;
                    2'd1: x <= x - 1;
                    2'd2: x <= x - 20;
                    2'd3: x <= x - 60;
                endcase
            end
            8: begin
                case (dir)
                    2'd0: x <= x + 7'd1;
                    2'd1: x <= x - 7'd1;
                    2'd2: x <= x - 7'd20;
                    2'd3: x <= x + 7'd20;
                endcase
            end
        endcase
        pos <= arr[x];
		  arr1[0] <= pos;	
            for (y = 79	; y >0; y = y - 1) begin
                    arr1[y] <= arr1[y-1];
                end
	 end
    always @(posedge clk_100hz) begin
        current = next;
        case (current)
            5'd0:  begin rs <= 0; dat <= 8'h38; next <= 5'd1; end
            5'd1:  begin rs <= 0; dat <= 8'h0C; next <= 5'd2; end
            5'd2:  begin rs <= 0; dat <= 8'h6; next <= 5'd3; end
            5'd3:  begin rs <= 0; dat <= 8'h1; next <= 5'd4; end
            5'd4:  begin rs <= 0; dat <= food; next <= 5'd8; end
            5'd8:  begin rs <= 1; dat <= 8'h6F; next <= 5'd5; end
            5'd5:  begin rs <= 0; dat <= pos; next <= 5'd9; end
            5'd9:  begin rs <= 1; dat <= 8'h4F; 
                        if (score != 0) next <= 5'd10; 
                        else next <= 5'd0; 
                   end
            5'd6:  begin
                        if (n < score) begin
                            n <= n + 1;
                            rs <= 0;
                            dat <= arr1[n];
                            next <= 5'd7;
                        end else begin
                            n <= 0;
                            m <= 0;
                            next <= 5'd13;
                        end
                   end
            5'd7:  begin
                        if (m < score) begin  
                            m <= m + 1;
                            rs <= 1;
                            dat <= 8'b11011011;
                            next <= 5'd10;
                        end else begin
                            next <= 5'd13;
                        end
                   end
            5'd10: begin rs <= 1; dat <= 8'h20; next <= 5'd6; end
            5'd13: begin 
                        if (game_over) next <= 5'd12;
                        else next <= 5'd0;
                   end
            5'd12: begin rs <= 0; dat <= 8'h1; next <= 5'd14;  end
            5'd14: begin rs <= 0; dat <= arr[5]; next <= 5'd15; end
            5'd15: begin rs <= 1; dat <= "G"; next <= 5'd16;  end
            5'd16: begin rs <= 1; dat <= "a"; next <= 5'd17;  end
            5'd17: begin rs <= 1; dat <= "m"; next <= 5'd18;  end
            5'd18: begin rs <= 1; dat <= "e"; next <= 5'd19; end
            5'd19: begin rs <= 1; dat <= " "; next <= 5'd20; end
            5'd20: begin rs <= 1; dat <= "O"; next <= 5'd21; end
            5'd21: begin rs <= 1; dat <= "v"; next <= 5'd22; end
            5'd22: begin rs <= 1; dat <= "e"; next <= 5'd23; end
            5'd23: begin rs <= 1; dat <= "r"; next <= 5'd24; end
            5'd24: begin rs <= 0; end
        endcase
    end
    assign en = clk_100hz | e;
    assign rw = 0;
endmodule
module sound(
    input clk,
    output beep
);
    reg beep_r;
    reg [7:0] state;
    reg [15:0] count, count_end;
    reg [23:0] count1;
    parameter   C4 = 16'd95602,
                D4 = 16'd85131,
                E4 = 16'd75781,
                F4 = 16'd71633,
                G4 = 16'd63775,
                A4 = 16'd56818,
                A4s = 16'd53629,  
                C5 = 16'd47778;
    parameter   TIME = 10000000;  
    assign beep = beep_r;
    always @(posedge clk) begin
        count <= count + 1'b1;
        if (count == count_end) begin
            count <= 16'h0;
            beep_r <= !beep_r;
        end
    end
    always @(posedge clk) begin
        if (count1 < TIME) begin
            count1 = count1 + 1'b1;
        end else begin
            count1 = 24'd0;
            if (state == 8'd24)
                state = 8'd0;
            else
                state = state + 1'b1;
            case (state)
                8'd0, 8'd1: count_end = C4;
                8'd2, 8'd3: count_end = D4;
                8'd4, 8'd5: count_end = C4;
                8'd6, 8'd7: count_end = F4;
                8'd8, 8'd9: count_end = E4;
                8'd10, 8'd11: count_end = C4;
                8'd12, 8'd13: count_end = D4;
                8'd14, 8'd15: count_end = C4;
                8'd16, 8'd17: count_end = G4;
                8'd18, 8'd19: count_end = F4;
                8'd20, 8'd21: count_end = C4;
                8'd22, 8'd23: count_end = C5;
                8'd24, 8'd25: count_end = A4;
                8'd26, 8'd27: count_end = F4;
                8'd28, 8'd29: count_end = E4;
                8'd30, 8'd31: count_end = D4;
                8'd32, 8'd33: count_end = A4s;
                8'd34, 8'd35: count_end = A4;
                8'd36, 8'd37: count_end = F4;
                8'd38, 8'd39: count_end = G4;
                8'd40, 8'd41: count_end = F4;
                default: count_end = 16'd0;
            endcase
        end
    end
endmodule
[design/flow/run.sh]
#!/bin/bash
# OpenROAD 26Q1-2900-gdf79404cd8, Yosys 0.63+post, stock flow scripts
make -C /OpenROAD-flow-scripts/flow DESIGN_CONFIG=/design/flow/config.mk WORK_HOME=/design/flow/orfs finish
==> results.py <==
# Flow results
metrics = {
    "status": {
        "run_status": "finished clean",
    },
    "finish": {
        "post_route_cells_drive_above_1_share": 0.107,
        "flow.area_growth_from_synthesis_pct": 5.78,
    },
    "yosys": {
        "synth_flop_count": 864,
        "synth.yosys.chip_area_um2": 33700,
        "synth_cell_types": 104,
        "synth.yosys.num_cells": 2867,
        "postSynth.topFlopCell": "sky130_fd_sc_hd__dfxtp_1",
        "postSynthAreaPerCell_um2": 11.8,
        "synthArstFlopShare": 0,
        "postSynthCellCount": 2867,
        "enable_flop_cells": 108,
        "synth.yosys.warnings": 1,
        "syn-cell-area_um2": 33700,
        "yosys.stat.seqShare": 0.545,
    },
    "critical_path": {
        "max_stage_delay_ns": 0.65,
        "rr_worst_depth": 9,
        "worstReg2RegEnd": "U4.count_end[10]",
        "cp-end-kind": "register",
        "timing.critical_path.fanout_max": 20,
        "timing.critical_path.from_type": "register",
        "timing.critical_path.cells": "inv_1 > ha_1 > nand2_1 > nor4_1 > or2_2 > clkinv_1 > a211oi_1 > a211oi_1 > a2111oi_0",
        "timing.reg2reg.setup_slack_ns": 6.28,
        "timing_worst_setup_path_type": "register to register",
        "crit_path_top_delay_cell": "sky130_fd_sc_hd__nor4_1",
        "timing.critical_path.arrival_ns": 3.52,
        "timing.critical_path.required_ns": 9.79,
        "r2r_start": "U4.state[0]",
        "crit_top_cell": "sky130_fd_sc_hd__a211oi_1",
    },
    "global_route": {
        "grt_start_max_net_pins": 268,
        "grt_antenna_before_repair": 0,
        "grt_pass1_wl_um": 103000,
        "grt_remaining_overflow": 0,
        "grt_pass1_vias": 20100,
        "total_routing_resource_utilization_after_global_routing": 0.151,
    },
    "cts": {
        "clk_latency_ns": 0.43,
        "cts_max_level": 4,
        "hold_buffers": 0,
        "cts.repair.resized": 0,
        "clk_root_buffer_cell": "sky130_fd_sc_hd__clkbuf_16",
        "cts.repair_timing.setup_buffer_count": 0,
        "cts_tree": "yes",
        "cts-buffers-inserted": 17,
        "ctsLongestPathBuffers": 2,
        "clock_transition_at_the_registers_of_the_reported_paths_ns": 0.06,
    },
    "final_timing": {
        "worst_slack_ns": 6.28,
        "max_freq_ghz": 0.301,
        "final_hold_viol_count": 0,
        "unclocked_regs": 716,
        "period_needed_ns": 3.32,
        "timing.final.setup_violations": 0,
        "period_used_share": 0.346,
        "fin_tns_setup_ns": 0,
        "timing.final.max_slew_violations": 0,
        "slew_headroom": 0.376,
        "worst_pin_slew_ns": 0.936,
        "number_of_unconstrained_endpoints": 809,
        "timing.clock.skew_ns": 0.0124,
        "rsz_0062_raised_after_global_routing": "false",
    },
    "min_path": {
        "hold_end": "U2.clk_div[0]",
        "timing.hold.worst_path_depth": 1,
        "hold_path.startpoint": "U2.clk_div[0]",
        "worst_hold_path_type": "register to register",
    },
    "route": {
        "wirelength_um": 61800,
        "drt-wirelength-per-cell_um": 15.8,
        "drt_pre_antenna_iters": 8,
        "antennaDiodeCount": 0,
        "drc": 0,
        "post_drt_via_cell_ratio": 5.30,
        "drt_iter0_markers": 1468,
        "antenna_violating_nets_post_route": 0,
        "route.vias.total": 20700,
    },
    "place": {
        "gp_congestion": 0.931,
        "detailedPlacementHpwl_um": 43100,
        "port_buffers": 23,
        "dp_worst_setup_slack_ns": 6.41,
    },
    "floorplan": {
        "row_count": 106,
        "core-area_um2": 83600,
        "initial_core_util": 0.404,
        "die_width_um": 292,
        "design.portCount": 29,
        "floorplan.die_area_um2": 85500,
        "die_h_um": 292,
    },
    "run": {
        "warnings": 55,
        "cap_viol_max_count": 0,
    },
    "power_and_ir_drop": {
        "worst_ir_drop_vdd_v": 0.0000966,
        "switching_share": 0.259,
        "post-layout-total-power_mw": 1.54,
        "seqPwrFrac": 0.417,
        "p_int_mw": 1.14,
        "power_switching_uw": 401,
        "powerDensity_nw_per_um2": 43.3,
        "pwr-share-clk": 0.440,
        "leak_nw": 13.2,
        "power.share.combinational": 0.143,
    },
}
==> cell usage after synthesis (16+ instances only) <==
library cell | count | share of area
sky130_fd_sc_hd__nor2_1 | 252 | 0.028
sky130_fd_sc_hd__or3_1 | 18 | 0.0033
sky130_fd_sc_hd__nor4_1 | 23 | 0.0043
sky130_fd_sc_hd__edfxtp_1 | 108 | 0.096
sky130_fd_sc_hd__o21ai_0 | 93 | 0.014
sky130_fd_sc_hd__nand3_1 | 97 | 0.014
sky130_fd_sc_hd__nand2b_1 | 30 | 0.0056
sky130_fd_sc_hd__xnor2_1 | 110 | 0.029
sky130_fd_sc_hd__ha_1 | 73 | 0.027
sky130_fd_sc_hd__a211oi_1 | 19 | 0.0042
sky130_fd_sc_hd__nand2_1 | 169 | 0.019
sky130_fd_sc_hd__and3_1 | 53 | 0.0098
sky130_fd_sc_hd__inv_1 | 63 | 0.0070
sky130_fd_sc_hd__buf_1 | 26 | 0.0029
sky130_fd_sc_hd__clkbuf_1 | 87 | 0.0097
sky130_fd_sc_hd__nor3_1 | 55 | 0.0082
sky130_fd_sc_hd__nand4_1 | 51 | 0.0095
sky130_fd_sc_hd__dfxtp_1 | 756 | 0.45
sky130_fd_sc_hd__xor2_1 | 98 | 0.025
sky130_fd_sc_hd__and2_1 | 18 | 0.0033
sky130_fd_sc_hd__nor2b_1 | 25 | 0.0046
sky130_fd_sc_hd__mux2i_1 | 20 | 0.0059
sky130_fd_sc_hd__o211ai_1 | 16 | 0.0036
sky130_fd_sc_hd__mux4_2 | 185 | 0.12
sky130_fd_sc_hd__a21oi_1 | 116 | 0.017
==> per-stage QoR <==
stage,std cells,utilization,hold slack [ns],cell area (um2)
floorplan,2885,-,0.402,33800
detailed placement,3882,0.420,0.430,35100
global route,3913,0.427,0.471,35700
CTS,3913,0.427,0.453,35700
global placement,3882,0.420,0.420,35100
finish,3913,0.427,0.451,35700
==> layer usage <==
metal | wire (um) | GRT usage | vias up
met5 | 0 | 0 | -
met2 | 27400 | 0.224 | 472
met3 | 3070 | 0.0289 | 43
met4 | 810 | 0.0184 | 0
met1 | 30500 | 0.248 | 9904
li1 | - | - | 10300
==> registers in the layout (all words and copies together) (netlist names), 4 cells and up <==
name,cells
U1.counter,27
food,5
score,15
U2.clk_div,16
n,32
U3.counter,27
wall,9
dat,8
U5.rnd,7
U4.count1,24
x,8
next,24
U2.seg,7
U2.digit,4
U4.state,8
U4.count_end,15
arr1,560
pos,7
U5.random,4
m,32
U4.count,16
==> how the worst max path moves through the flow <==
stage,from,endpoint,slack [ns]
global route,U4.state[0],U4.count_end[13],5.78
CTS,U4.state[0],U4.count_end[10],6.31
finish,U4.state[0],U4.count_end[10],6.28
==> kinds of logic after synthesis <==
group / synth area share
AND-OR/OR-AND: 0.0878
XOR/XNOR: 0.0540
AND/OR/NAND/NOR: 0.128
adder cells (fa/ha/maj): 0.0280
multiplexers: 0.131
buffers and inverters: 0.0258
other: 0.000223
flip-flops: 0.545
==> power by group through the flow <==
stage / sequential [mW] / clock [mW] / combinational (mW)
CTS: 0.643 / 0.699 / 0.220
finish: 0.644 / 0.679 / 0.221
global route: 0.643 / 0.727 / 0.247
==> final cells by class <==
class | instances | area (um2)
clock buffers | 27 | 589
flip-flops and latches | 864 | 18400
multi-input cells | 1811 | 14600
fillers | 7437 | 47900
clock inverters | 4 | 27.5
well taps | 1080 | 1350
repair buffers | 56 | 490
inverters | 71 | 267
==> layout by cell type (no fill, tap or decap), types with 10 or more instances in the layout <==
master	count
sky130_fd_sc_hd__conb_1	20
sky130_fd_sc_hd__dfxtp_1	756
sky130_fd_sc_hd__nor2_1	252
sky130_fd_sc_hd__o21ai_0	93
sky130_fd_sc_hd__nor2b_1	24
sky130_fd_sc_hd__a31oi_1	12
sky130_fd_sc_hd__a21oi_1	116
sky130_fd_sc_hd__nand4_1	51
sky130_fd_sc_hd__mux4_2	185
sky130_fd_sc_hd__a211oi_1	18
sky130_fd_sc_hd__clkbuf_16	22
sky130_fd_sc_hd__nor3_1	55
sky130_fd_sc_hd__nor4_1	23
sky130_fd_sc_hd__nor4b_1	11
sky130_fd_sc_hd__xnor2_1	110
sky130_fd_sc_hd__nand2_1	169
sky130_fd_sc_hd__or3_1	18
sky130_fd_sc_hd__and4_1	12
sky130_fd_sc_hd__o211ai_1	16
sky130_fd_sc_hd__and3_1	53
sky130_fd_sc_hd__a21o_1	12
sky130_fd_sc_hd__buf_4	32
sky130_fd_sc_hd__mux2i_1	20
sky130_fd_sc_hd__nand2b_1	30
sky130_fd_sc_hd__clkdlybuf4s50_1	23
sky130_fd_sc_hd__nand3_1	97
sky130_fd_sc_hd__a22oi_1	11
sky130_fd_sc_hd__edfxtp_1	108
sky130_fd_sc_hd__o22ai_1	13
sky130_fd_sc_hd__a221oi_1	10
sky130_fd_sc_hd__xor2_1	98
sky130_fd_sc_hd__ha_1	73
sky130_fd_sc_hd__or2_2	14
sky130_fd_sc_hd__inv_1	63
sky130_fd_sc_hd__and2_1	18
==> critical path, delay by kind of cell (launching register included) <==
kind            cells  cell delay (ns)
flops               1             0.43
compound gates      3             0.79
fa+ha+maj           1             0.15
simple gates        3             1.16
buf+inv             2             0.56
No activity file was given, so power comes from the tool's default toggle rates.
